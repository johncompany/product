## design/flow/design.v

```verilog
`timescale 1ns / 1ps
module reg_file(clk, rstd, we, r_addr1, r_addr2, r_data1, r_data2, w_addr, w_data, npc, pc);
  input clk, rstd, we;
  input [4:0] r_addr1, r_addr2, w_addr;
  input [31:0] w_data, npc;
  output reg [31:0] pc;
  output [31:0] r_data1, r_data2;
  reg [31:0] rf [0:31];
  always @(negedge rstd or posedge clk) begin
    if (!rstd) rf[0] <= 32'h0;
    else if (we && w_addr != 5'd0) rf[w_addr] <= w_data;
  end
  assign r_data1 = rf[r_addr1];
  assign r_data2 = rf[r_addr2];
  always @(negedge rstd or posedge clk) begin
    if (!rstd) pc <= 32'h0;
    else if (clk) pc <= npc;
  end
endmodule
```

## design/flow/run.sh

```bash
#!/bin/bash
# OpenROAD 26Q1-2900-gdf79404cd8, Yosys 0.63+post, stock flow scripts
make -C /OpenROAD-flow-scripts/flow DESIGN_CONFIG=/design/flow/config.mk WORK_HOME=/design/flow/orfs finish
```

## design/flow/config.mk

```make
export PLATFORM = sky130hd
export DESIGN_NAME = reg_file
export DESIGN_NICKNAME = reg_file
export VERILOG_FILES = /design/flow/design.v
export SDC_FILE = /design/flow/constraint.sdc
export NUM_CORES = 4
export LEC_CHECK = 1
export CORE_UTILIZATION = 30
```

## design/flow/constraint.sdc

```tcl
current_design reg_file

set clk_period 11.8
set clk_io_pct 0.2

create_clock -name clk0 -period $clk_period [get_ports {clk}]

set non_clock_inputs [all_inputs -no_clocks]
set_input_delay [expr $clk_period * $clk_io_pct] -clock clk0 $non_clock_inputs
set_output_delay [expr $clk_period * $clk_io_pct] -clock clk0 [all_outputs]
```

==> CHANGELOG.md <==
## Flow update

- CTS Root Cell: clkbuf_16
- YS warnings: 2
- Cell count after synthesis: 3203
- Cell Rows: 141
- Fp util: 30.34%
- Period utilization: 79.06%
- CP Capture Type: output pin
- Slew @ Worst Pin: 1.186 ns
- Peak VDD IR: between 0.1 and 0.15 mV
- Max-area cell share: 66.17%
- DRC: 0
- First-pass GRT wire length: 339200 um
- Post-CTS Hold Fix Bufs: 0
- Hold WC Path Type: reg -> reg
- Worst Path Required: ~9.4 ns
- Critical path type: in -> out
- DR WL/cell: 46.41 um
- Post-synthesis register bit count: ~1100
- CTS sink cnt: about 1100
- Most numerous logic cells after layout: edfxtp_1 (992), a22oi_1 (729), buf_4 (219)
- # Post-CTS Setup Buffers: 0
- Worst clock skew: 0 ns
- Status: complete, no violations
- CTS tree: built
- Die Y: 389.4 um
- Critical-path top delay cell: nor2_4
- Yosys stat area: 0.04502 mm^2
- CP max FO: 24
- Worst reg2reg path depth: 0
- Router iterations before antenna repair: 10
- Chip Area: roughly 0.15 mm^2
- Commonest Layout Cell: edfxtp_1
- Antenna violations before repair: 15
- HPWL Detailed: 152700 um
- Core box area: 0.1484 mm^2
- Synth Flop Type: edfxtp_1
- GPL Wtd Cong: between 1 and 1.5
- Count of buffers from port buffering: between 150 and 200
- Post_cts resized: 0
- Most frequent cell on the critical path: buf_4
- Max-slew violations: 0
- Vias in the first global route: 38730
- Leading area contributor after synthesis: edfxtp_1
- Fin util: between 30% and 40%
- Via/cell ratio: 6.751
- Cell area leaders: edfxtp_1 (66%), a22oi_1 (12%), dfrtp_1 (3.6%), nand2_1 (1.6%), buf_2 (1.5%)
- Seq share, synth: approximately 70%
- Distinct lib cells used: 68
- H-tree Lvls: 3
- Setup violations, final: 0
- P per Cell Area: around 160 mW/mm^2
- Setup TNS Final: 0 ns
- M3 GR Usage: 32.97%
- CP max stage delay: 0.92 ns
- CTS buffer count: approximately 110
- Relative slew slack: 20.73%
- Die X-Extent: 389.4 um
- WP depth: 11
- Nature of the critical path startpoint: input port
- Setup WS post-layout: 2.471 ns
- DP Worst Slack: 2.747 ns
- # Cells Yosys: 3203
- Synth Cell Area: between 0.04 and 0.05 mm^2
- Final Hold Violation Tally: 0
- Largest net degree at the start of global routing: about 40
- Area post-placement: 0.05032 mm^2
- Synth Area per Inst: 14.06 um^2
- Starting DRT DRC Count: 4810
- Tool Warnings: 26
- Skew-Pair Late Insertion Delay: around 0.74 ns
- Max clock buf depth: 3
- CP bufs+invs: 5
- Cell family with most CP delay: buffers and inverters
- GR Layer Usage met1: 35.59%
- Total Wirelength: 258100 um
- Gr usage total: between 30% and 40%
- RSZ-0062 raised after global routing: no
- Final hold slack: 0.4015 ns
- Hold Crit Depth: 0
- CP Cell Sequence: buf_2, buf_4, nand3b_1, buf_4, nor2_4, buf_4, a22oi_1, o21ai_0, nor3_1, a21oi_1, clkdlybuf4s50_1
- Routed Antenna Nets: 0
- Finished Cell Area: roughly 0.054 mm^2
- EDFF count, synth: 992
- Layout cells sized above 1: between 10% and 20%
- Vias: 37540
- IO Pins: 178
- Grt met2 use: 46.70%
- Fmax achieved: between 100 and 150 MHz
- Worst-path clk slew: 0.06 ns
- Crit path DAT: between 6 and 7 ns
- Max cap viols: 0
- GR Overflow Total: 0
- FFs w/ async S/R, synth: 6.061%
- Tmin final: slightly above 9 ns
- LEAKAGE: roughly 0.017 uW
- Gr busiest metal: met2
- Layout Area Growth over Synthesis: 20.51%
## per-layer routing
| metal | wire, um | vias to the layer above |
|---|---|---|
| li1 | - | 13770 |
| met1 | 75890 | 17920 |
| met2 | 103200 | 4481 |
| met3 | 54560 | 1307 |
| met4 | 22420 | 71 |
| met5 | 1974 | - |
## final timing paths
path / from / endpoint / slack [ns]
worst max-delay path: r_addr2[1] / r_data2[30] / 2.47
worst min-delay path: rf[0][22]$_DFFE_PN0P_ / rf[0][22]$_DFFE_PN0P_ / 0.40
worst max register to register: rf[0][29]$_DFFE_PN0P_ / rf[0][29]$_DFFE_PN0P_ / 11.19
worst min register to register: rf[0][22]$_DFFE_PN0P_ / rf[0][22]$_DFFE_PN0P_ / 0.40
max in group asynchronous: rstd / rf[0][19]$_DFFE_PN0P_ / 8.63
min in group asynchronous: rstd / pc[19]$_DFF_PN0_ / 1.55
## flip-flops by register name, indices dropped and copies added (netlist names)
signal	flops
rf	1024
pc	32
## stage by stage
stage / power (uW) / instances
finish: 8525 / 5561
global route: 8669 / 5546
CTS: 8496 / 5542
detailed placement: 4823 / 5332
global placement: 4826 / 5332
floorplan: 4414 / 3203
## area by class of cell
cell class	instances	area, um^2
Inverter	13	48.80
Fill cell	13920	94120
Antenna cell	19	47.55
Tap cell	2002	2505
Timing Repair Buffer	394	3376
Clock buffer	144	3052
Sequential cell	1056	31390
Multi-Input combinational cell	1867	13010
Clock inverter	66	827.0
## cell families (layout without fill, tap and decap cells)
group                  after synthesis  in the layout  synth area share (%)
muxes                               62             62                 1.456
other                                0             19                     0
buffers and inverters              280            617                 2.829
AOI/OAI and AO/OA                 1090           1090                 18.22
DFF                               1056           1056                 69.73
and+or+nand+nor                    715            715                 7.771
## synth_stat cells, types with 18 or more instances
master	instances
nor3_1	65
buf_2	136
nor2_1	174
nand3_1	46
nor4_1	31
nand4_1	102
a22oi_1	729
dfrtp_1	64
nand2_1	194
mux2_2	18
a22o_1	61
a221oi_1	39
a32oi_1	22
clkbuf_1	101
mux2i_1	43
a21oi_1	84
o21ai_0	28
edfxtp_1	992
## report_power, final
part	internal, uW	leakage [uW]	switching [uW]
Sequential	4130	0.00974	16.9
Clock	2160	0.00185	1590
Combinational	209	0.00589	423
Total	6500	0.0175	2030
Power figures rest on the tool's default switching activity, not on a simulated workload.
