==> flow/design.v <==
module uart(
   uart_tx,      
   uart_wr_i,    
   uart_dat_i,   
   sys_clk_i,    
   sys_rstn_i     
);
  input uart_wr_i;
  input [7:0] uart_dat_i;
  input sys_clk_i;
  input sys_rstn_i;
  output uart_tx;
  reg [3:0] bitcount;
  reg [8:0] shifter;
  reg uart_tx;
  wire uart_busy = |bitcount[3:1];
  wire sending = |bitcount;
  reg [28:0] d;
  wire [28:0] dInc = d[28] ? (115200) : (115200 - 10000000);
  wire [28:0] dNxt = d + dInc;
  always @(posedge sys_clk_i or negedge sys_rstn_i) begin
    if (!sys_rstn_i) begin
        d <= 29'b0;
    end else begin
        d <= dNxt;
    end
  end
  wire ser_clk = ~d[28];  
  always @(posedge sys_clk_i or negedge sys_rstn_i)
  begin
    if (!sys_rstn_i) begin
      uart_tx <= 1;
      bitcount <= 0;
      shifter <= 0;
    end else begin
      if (uart_wr_i & ~uart_busy) begin
        shifter <= { uart_dat_i[7:0], 1'h0 };
        bitcount <= (1 + 8 + 2);
      end
      if (sending & ser_clk) begin
        { shifter, uart_tx } <= { 1'h1, shifter };
        bitcount <= bitcount - 1;
      end
    end
  end
endmodule
==> flow/run.sh <==
#!/bin/bash
# OpenROAD 26Q1-2900-gdf79404cd8, Yosys 0.63+post, stock flow scripts
make -C /OpenROAD-flow-scripts/flow DESIGN_CONFIG=/design/flow/config.mk WORK_HOME=/design/flow/orfs finish
==> flow/config.mk <==
export PLATFORM = sky130hd
export DESIGN_NAME = uart
export DESIGN_NICKNAME = uart
export VERILOG_FILES = /design/flow/design.v
export SDC_FILE = /design/flow/constraint.sdc
export NUM_CORES = 4
export LEC_CHECK = 1
export CORE_AREA = 10 10 109 109
export DIE_AREA = 0 0 119 119
==> flow/constraint.sdc <==
current_design uart

set clk_period 4.4
set clk_io_pct 0.2

create_clock -name clk0 -period $clk_period [get_ports {sys_clk_i}]

set non_clock_inputs [all_inputs -no_clocks]
set_input_delay [expr $clk_period * $clk_io_pct] -clock clk0 $non_clock_inputs
set_output_delay [expr $clk_period * $clk_io_pct] -clock clk0 [all_outputs]
==> flow_metrics.rpt <==
=== SYNTHESIS / PLACE & ROUTE SUMMARY ===
----------------------------------------------------
[Timing]
  Worst Hold Margin ........................ 0.478 ns
  Hold Vio Cnt, Final ........................ 0
  Ratio of final minimum period to clock period ........................ 56.0%
  Worst setup slack after layout ........................ 1.93 ns
  Maximum clock frequency ........................ 406 MHz
  Number of slew-limit violations in the final report ........................ 0
  Setup TNS after final layout ........................ 0 ns
  Worst-margin pin slew ........................ 0.462 ns
  Slew headroom ........................ 69.2%
  Number of setup violations in the final report ........................ 0
  RSZ-0062 raised after global routing ........................ no
  Post-layout min period ........................ 2.47 ns
  Worst clock skew ........................ about 0.0064 ns

[Global route]
  Number of antenna violations at the first check in global routing ........................ 0
  GR Util All Layers ........................ under 10%
  Sum of overflow across all layers after global routing ........................ 0
  First-pass GRT wire length ........................ approximately 6200 um
  Largest net degree at the start of global routing ........................ 37
  Via count of the first global-routing pass ........................ 1,320

[Placement]
  Pre-CTS setup slack ........................ 1.94 ns
  Number of buffers added on ports ........................ 11
  Gp weighted congestion ........................ 0.814
  Count of placed standard cells including taps ........................ 326
  HPWL Detailed ........................ 2490 um
  Placed cell area ........................ 0.00226 mm^2

[Run status]
  Outcome ........................ completed

[Job]
  OpenROAD warning count ........................ 26
  Number of maximum-capacitance violations ........................ 0

[Power]
  Static leakage ........................ 0.929 nW
  Worst IR Drop VDD ........................ 0.000153 V
  Power density over the cells ........................ 324 mW/mm^2

[Logic synthesis]
  Number of warning messages in the yosys log ........................ 1
  Arithmetic-cell share of the synthesized area counting full adders, half adders and majority gates ........................ a little over a tenth
  Flops & latches, synth ........................ 36
  Fraction of synthesized cell area taken by the top area cell type ........................ 44.2%
  Async set or reset register ratio after synthesis ........................ 100%
  Total cells reported by yosys after synthesis ........................ 183
  Post-synthesis chip area from yosys ........................ 0.00198 mm^2
  Mean Syn Cell Area ........................ 10.8 um^2
  Share of synthesized cell area in and-or and or-and compound cells ........................ 18.5%
  Mapped Cells ........................ 183
  Most instantiated flip-flop cell in the synthesis netlist ........................ sky130_fd_sc_hd__dfrtp_1
  MUX share of area ........................ 4.10%
  Register share after synthesis ........................ 45.5%
  Xor and xnor fraction of the mapped netlist area ........................ 8.39%
  Count of cell types in the netlist ........................ 49
  Post-synthesis simple-gate area fraction ........................ 10.8%
  Top logic cell family in the synthesized netlist ........................ AND-OR/OR-AND gates
  Cell area leaders ........................ sky130_fd_sc_hd__dfrtp_1 44%, sky130_fd_sc_hd__ha_1 9.5%, sky130_fd_sc_hd__xnor2_1 5.7%
  Post-Syn Area ........................ slightly below 0.002 mm^2
  Count of flip-flops with a built-in enable after synthesis ........................ 0
  Leading area contributor after synthesis ........................ sky130_fd_sc_hd__dfrtp_1

[Floorplan]
  Number of top-level pins ........................ 12
  Core Util at FP ........................ between 20% and 30%
  Row count ........................ 36
  Die height ........................ 119 um
  Die Outline Area ........................ around 0.014 mm^2
  Area of the placeable core ........................ between 0.009 and 0.01 mm^2
  Floorplan die width ........................ 119 um

[Route]
  Routed length per placed instance ........................ roughly 11 um
  Via count of the routed design ........................ 1,346
  First DRT Iteration DRCs ........................ 63
  Drt pass-1 iters ........................ 4
  Via density per instance ........................ between 4 and 5
  Ant. Diodes ........................ 0
  Final routed DRC violation total ........................ 0
  Total Wirelength ........................ 3510 um
  Antenna-violating nets left ........................ 0

[Critical path]
  Buf+Inv Stages, Crit Path ........................ 1
  Cell family contributing the most delay on the critical path ........................ adder cells
  Slowest library cell on the worst path ........................ sky130_fd_sc_hd__dfrtp_1
  Biggest fanout along the worst timing path ........................ 12
  Crit path launch type ........................ register
  Worst setup EP type ........................ register
  Cells along the critical path ........................ inv_1 -> ha_1 -> fa_1 -> o211ai_2 -> a221oi_2 -> o22ai_1 -> o21ai_1 -> xor2_1
  Biggest cell delay along the critical path ........................ 0.45 ns
  Worst setup path class ........................ register to register
  Required time of the critical path ........................ roughly 4.6 ns
  CP arrival ........................ around 2.6 ns

[Finish]
  Post-synthesis to final-layout area growth ........................ 19.7%
  Cell area after layout ........................ approximately 0.0024 mm^2
  Proportion of layout cells with a drive suffix above 1 ........................ 11.9%
  Filler Cell Count ........................ between 1,000 and 1,500
  Filler-free cell count of the finished design ........................ between 300 and 400

[Clock tree]
  # Post-CTS Setup Buffers ........................ 0
  Clock edge transition at the registers on the reported setup and hold paths ........................ 0.08 ns
  Clock latency at the later pin of the worst-skew pair ........................ 0.29 ns
  Sink count of the clock tree ........................ 36
  Root Buffer ........................ sky130_fd_sc_hd__clkbuf_8
  Resized Gates After CTS ........................ 0
  Max Root-Sink Buffers ........................ 2
  Number of buffers created by CTS ........................ 5
  Total of hold buffers inserted after clock tree synthesis ........................ 0
  Number of H-tree levels ........................ 2
  TritonCTS clock tree ........................ built

[Worst hold path]
  HP Class ........................ register to register

----------------------------------------------------
power by group:
group          total, mW  switching [mW]  internal [mW]  leakage [nW]
sequential         0.406          0.0274          0.378         0.377
combinational     0.0740          0.0338         0.0402         0.498
clock              0.288           0.121          0.168        0.0541
total              0.768           0.182          0.586         0.929
layout by cell type (no fill, tap or decap), types with 2 or more instances in the layout:
cell | synthesis | routed
sky130_fd_sc_hd__clkbuf_8 | 0 | 5
sky130_fd_sc_hd__a21oi_1 | 8 | 8
sky130_fd_sc_hd__and3_1 | 3 | 3
sky130_fd_sc_hd__mux2i_1 | 7 | 7
sky130_fd_sc_hd__o21ai_1 | 3 | 3
sky130_fd_sc_hd__dfrtp_1 | 35 | 35
sky130_fd_sc_hd__o21ai_0 | 14 | 14
sky130_fd_sc_hd__nor2b_1 | 2 | 2
sky130_fd_sc_hd__inv_1 | 6 | 6
sky130_fd_sc_hd__a31oi_1 | 3 | 3
sky130_fd_sc_hd__a211o_1 | 2 | 2
sky130_fd_sc_hd__nor2_1 | 5 | 5
sky130_fd_sc_hd__xor2_1 | 6 | 6
sky130_fd_sc_hd__nor3_1 | 4 | 4
sky130_fd_sc_hd__clkdlybuf4s50_1 | 0 | 10
sky130_fd_sc_hd__buf_4 | 1 | 3
sky130_fd_sc_hd__xnor2_1 | 13 | 13
sky130_fd_sc_hd__a21o_1 | 2 | 2
sky130_fd_sc_hd__nand2_1 | 21 | 21
sky130_fd_sc_hd__nand4_1 | 2 | 2
sky130_fd_sc_hd__ha_1 | 15 | 15
path summary, 6_finish.rpt:
| path | slack (ns) | start | depth (start not counted) | end |
|---|---|---|---|---|
| min in group asynchronous | 0.63 | sys_rstn_i | 2 | d[26] |
| max in group asynchronous | 3.43 | sys_rstn_i | 2 | uart_tx |
| worst max register to register | 1.93 | d[28] | 8 | d[27] |
| worst max-delay path | 1.93 | d[28] | 8 | d[27] |
| worst min register to register | 0.48 | shifter[3] | 2 | shifter[2] |
| worst min-delay path | 0.48 | shifter[3] | 2 | shifter[2] |
per-layer routing:
| layer | vias to the layer above | GRT usage (%) | share of wire [%] |
|---|---|---|---|
| li1 | 699 | - | - |
| met1 | 632 | 7.08 | 49 |
| met2 | 9 | 7.92 | 46 |
| met3 | 6 | 0.671 | 1.8 |
| met4 | 0 | 1.15 | 2.9 |
| met5 | - | 0 | 0 |
flip-flops by register name, indices dropped and copies added, names as in the netlist:
signal / count
d: 22
uart_tx: 1
shifter: 9
bitcount: 4
per-stage QoR:
stage               utilization [%]  total power [mW]
detailed placement             23.5             0.488
floorplan                         -             0.456
global placement               23.5             0.484
finish                         24.6             0.768
CTS                            24.6             0.782
global route                   24.6             0.813
cells by family (layout without fill, tap and decap cells):
| logic type | count (synthesis) | in the layout |
|---|---|---|
| multiplexers | 8 | 8 |
| buffers and inverters | 10 | 28 |
| AND-OR/OR-AND | 50 | 50 |
| adder cells (fa/ha/maj) | 16 | 16 |
| AND/OR/NAND/NOR | 44 | 44 |
| XOR/XNOR | 19 | 19 |
| flip-flops | 36 | 36 |
cell usage after synthesis (2+ instances only):
cell                      instances
sky130_fd_sc_hd__and3_1           3
sky130_fd_sc_hd__nand4_1          2
sky130_fd_sc_hd__nor3_1           4
sky130_fd_sc_hd__dfrtp_1         35
sky130_fd_sc_hd__xnor2_1         13
sky130_fd_sc_hd__ha_1            15
sky130_fd_sc_hd__buf_2            2
sky130_fd_sc_hd__nand2_1         21
sky130_fd_sc_hd__o21ai_0         14
sky130_fd_sc_hd__nor2_1           5
sky130_fd_sc_hd__xor2_1           6
sky130_fd_sc_hd__a21o_1           2
sky130_fd_sc_hd__a21oi_1          8
sky130_fd_sc_hd__a31oi_1          3
sky130_fd_sc_hd__nor2b_1          2
sky130_fd_sc_hd__a211o_1          2
sky130_fd_sc_hd__inv_1            6
sky130_fd_sc_hd__o21ai_1          3
sky130_fd_sc_hd__mux2i_1          7
tightest hold or removal path, stage by stage, from the launching register on:
cell and delay [ns]:
sky130_fd_sc_hd__dfrtp_1 0.35, sky130_fd_sc_hd__nand2_1 0.05, sky130_fd_sc_hd__o21ai_0 0.06
cell type report:
class	instances	area, um^2	area share (%)
Sequential cell	36	902	38.0
Clock buffer	5	68.8	2.90
Inverter	6	22.5	0.949
Tap cell	133	166	7.01
Timing Repair Buffer	14	128	5.38
Clock inverter	3	42.5	1.79
Multi-Input combinational cell	137	1040	44.0
Power and IR drop assume default switching activity.
